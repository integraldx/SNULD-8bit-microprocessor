===== flow/config.mk =====
export PLATFORM = sky130hd
export DESIGN_NAME = alu
export DESIGN_NICKNAME = alu
export VERILOG_FILES = /design/flow/design.v
export SDC_FILE = /design/flow/constraint.sdc
export NUM_CORES = 4
export LEC_CHECK = 1
export CORE_AREA = 10 10 70 70
export DIE_AREA = 0 0 80 80

===== flow/constraint.sdc =====
current_design alu

set clk_period 3.0
set clk_io_pct 0.2

create_clock -name clk0 -period $clk_period

set non_clock_inputs [all_inputs -no_clocks]
set_input_delay [expr $clk_period * $clk_io_pct] -clock clk0 $non_clock_inputs
set_output_delay [expr $clk_period * $clk_io_pct] -clock clk0 [all_outputs]

===== flow/design.v =====
`timescale 1ns/1ps
module alu
(
    input negate,
    input [7:0] val_a,
    input [7:0] val_b,
    output [7:0] val_e
);
    assign val_e = negate ? val_a + (~val_b) + 1 : val_a + val_b;
endmodule

===== flow/run.sh =====
#!/bin/bash
# OpenROAD 26Q1-2900-gdf79404cd8, Yosys 0.63+post, stock flow scripts
make -C /OpenROAD-flow-scripts/flow DESIGN_CONFIG=/design/flow/config.mk WORK_HOME=/design/flow/orfs finish

==> out/qor.yml <==
status: "finished, final reports clean"
fin_setup_tns_ns: 0
synth.most_common_cell: "ha_1"
grt_usage_pct: 5.58
io_buffer_count: 25
netlist.area_leader.share_pct: 29.6
antenna_found_initial: 0
drtAntennaViolNets: 0
initCoreUtil_pct: 18.6
crit_type: "input pin to output pin"
synthTopCellsByArea: "ha_1 30%, inv_1 7.1%, xnor2_1 6.9%"
grt_pass1_vias: 718
synth_area_sq_um: 634
logic_area_sq_um: 714
drt_iter0_markers: 28
antennaDiodeCount: 0
top_cells_by_count: "15 x ha_1, 12 x inv_1, 6 x o21ai_0"
drt-total-wl_um: 1950
slew_headroom_pct: 75.9
drc: 0
fmax_ghz: 0.345
ys_chip_area_sq_um: 634
placedInstanceArea_sq_um: 1060
critical_path.max_fanout: 5
vias: 716
hpwl_um: 1540
fp-row-count: 21
grt_max_degree: 12
irDropWorstVdd_mv: 0.0413
leakagePower_nw: 0.570
yosysTopAreaCell: "ha_1"
gp_congestion: 0.822
crit_slowest_cell: "clkdlybuf4s50_1"
fp.dieH_um: 80
crit_buf_inv: 3
grt_use_met1_pct: 8.11
p_total_w: 0.000229
dieArea_sq_um: 6400
utilization_pct: 36.6
hold_buffers: 0
core-area_sq_um: 3420
netlist_instances: 80
maxCapViolCount: 0
startpoint_type: "input pin"
worstPathRequired_ns: 2.40
cp_top_family: "buffers and inverters"
wl_per_cell_um: 11.3
cp.arrival_ns: 2.30
finalClockPeriodUsage_pct: 96.7
finalHoldViolations: 0
finalSetupViolations: 0
min-delay-start: "val_b[0]"
path_cells: "clkdlybuf4s50_1, inv_1, ha_1, o21ai_0, o311ai_4, xnor2_1, dlygate4sd2_1"
worst_pin_slew_ns: 0.360
clock_buffers: 0
grt_pass1_wl_um: 3120
yosys_cells: 80
gr-max-usage-layer: "met2"
syn_to_final_growth_pct: 97.0
layout-drive-gt1-share_pct: 44.1
ys_seq_share_pct: 0
synth_cell_types: 35
avgViaCountPerCell: 4.14
met3_usage_pct: 1.14
period_needed_ns: 2.90
numSequentialCells: 0
fp.dieW_um: 80
min_path_type: "input pin to output pin"
powerDensity_nw_per_um2: 183
seqCellArea_sq_um: 0
fillCellCount: 344
slew_viol_final: 0
design_area_sq_um: 1250
grt_overflow: 0
yosys_warnings: 0
synth.avg_cell_area_sq_um: 7.93
warnings: 40
io_pins: 25
met2_usage_pct: 8.75
max_stage_delay_ns: 0.48
end_kind: "output pin"
cp-startpoint: "val_b[6]"
dr.pass1.iters: 4
[area by class of cell]
type | count | area share [%]
tap | 46 | 4.60
inverter | 13 | 4.10
multi-input combinational | 63 | 57.2
timing repair buffer | 51 | 34.1
[final timing paths]
kind / to / slack (ns) / cells after the start
max: val_e[7] / 0.1 / 7
min: val_e[0] / 1.89 / 4
[repair_timing]
action / 4_1_cts / 5_1_grt
pin swaps: 16 / 8
setup endpoints to repair: 7 / 3
buffers inserted: 7 / 1
resized: 39 / 13
[tightest hold or removal path, cell delays in order]
cell	delay, ns
clkbuf_2	0.13
ha_1	0.13
inv_1	0.03
clkdlybuf4s50_1	0.39
[layer usage]
layer	routed length (um)	vias to the layer above
met5	0	-
met1	1010	330
met3	112	0
li1	-	374
met4	0	0
met2	826	12
[power by group]
part           switching, W  total (W)  internal (W)
clock                     0          0             0
sequential                0          0             0
combinational     0.0000902   0.000229      0.000139
total             0.0000902   0.000229      0.000139
[metrics by stage]
| step | hold slack, ns | worst slack, ns | cells |
|---|---|---|---|
| detailed placement | 2.27 | -0.512 | 165 |
| global route | 1.94 | -0.0274 | 173 |
| finish | 1.89 | 0.0980 | 173 |
| floorplan | 1.31 | 0.620 | 80 |
| CTS | 2.02 | 0.00768 | 172 |
| global placement | 2.26 | -0.496 | 165 |
[layout by cell type, fill, tap and decap left out, types with 3 or more instances in the layout]
| cell | instances |
|---|---|
| inv_1 | 8 |
| clkdlybuf4s50_1 | 10 |
| a21oi_4 | 3 |
| o21ai_0 | 3 |
| dlymetal6s2s_1 | 3 |
| buf_4 | 26 |
| nand2_1 | 3 |
| xnor2_1 | 5 |
| ha_4 | 6 |
| inv_2 | 4 |
| ha_1 | 8 |
| dlygate4sd2_1 | 9 |
[kinds of logic (layout without fill, tap and decap cells)]
kind of cell	count (synthesis)	in the layout	share of synthesized area, %
and+or+nand+nor	14	14	12.6
muxes	1	1	1.58
buffers and inverters	17	64	11.0
AOI/OAI and AO/OA	24	24	29.2
adders and majority gates	17	17	35.9
xor gates and xnor gates	7	7	9.66
