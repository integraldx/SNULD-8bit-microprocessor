[run.sh]
#!/bin/bash
# OpenROAD 26Q1-2900-gdf79404cd8, Yosys 0.63+post, stock flow scripts
make -C /OpenROAD-flow-scripts/flow DESIGN_CONFIG=/design/flow/config.mk WORK_HOME=/design/flow/orfs finish
[constraint.sdc]
current_design controller

set clk_period 1.0
set clk_io_pct 0.2

create_clock -name clk0 -period $clk_period

set non_clock_inputs [all_inputs -no_clocks]
set_input_delay [expr $clk_period * $clk_io_pct] -clock clk0 $non_clock_inputs
set_output_delay [expr $clk_period * $clk_io_pct] -clock clk0 [all_outputs]
[design.v]
`timescale 1ns/1ps
module controller
(
    input [1:0] mode,
    input [1:0] opcode,
    output register_write,
    output memory_write,
    output pc_write,
    output memory_to_register,
    output alu_negation,
    output val_a_imm_selection,
    output val_b_pc_selection,
    output val_b_imm_selection,
    output reg_num_shift
);
    assign pc_write = (mode == 2'b00 ? 1 : 0);
    assign memory_write = (mode == 2'b10 ? 1 : 0);
    assign memory_to_register = (mode == 2'b01 ? 1 : 0);
    assign register_write = ((mode == 2'b11 && opcode != 2'b00) || mode == 2'b01 ? 1 : 0);
    assign alu_negation = (mode == 2'b11 & opcode == 2'b10 ? 1 : 0);
    assign val_a_imm_selection = (mode == 2'b10 || mode == 2'b01 || mode == 2'b00 ? 1 : 0);
    assign val_b_pc_selection = (mode == 2'b00 ? 1 : 0);
    assign val_b_imm_selection = ((mode == 2'b11 && opcode == 2'b11) ? 1 : 0);
    assign reg_num_shift = (mode == 2'b10 || mode == 2'b01 ? 1 : 0);
endmodule
[config.mk]
export PLATFORM = sky130hd
export DESIGN_NAME = controller
export DESIGN_NICKNAME = controller
export VERILOG_FILES = /design/flow/design.v
export SDC_FILE = /design/flow/constraint.sdc
export NUM_CORES = 4
export LEC_CHECK = 1
export CORE_AREA = 10 10 70 70
export DIE_AREA = 0 0 80 80
==> impl_metrics.env <==
# yosys + openroad results
export IMPL_top_logic_kind="adder cells"
export IMPL_final_core_util_pct=11.90
export IMPL_fin_area_um2=406.6
export IMPL_p_switching_mw=0.04152
export IMPL_warning_count=38
export IMPL_ys_seq_share_pct=0
export IMPL_ys_sh_mux_pct=0
export IMPL_finalSetupViolations=0
export IMPL_grt_max_degree=5
export IMPL_slowest_stage="ha_4"
export IMPL_cp_required_ns=0.80
export IMPL_min_period_ns=0.9978
export IMPL_via_count=142
export IMPL_leakage_nw=0.1884
export IMPL_die_w_um=80
export IMPL_cpPeakStageDelay_ns=0.14
export IMPL_num_antenna_cells=0
export IMPL_cp_top_family="buffers and inverters"
export IMPL_place_area_um2=286.5
export IMPL_path_class="in -> out"
export IMPL_regArea_um2=0
export IMPL_post_dp_hpwl_um=364.8
export IMPL_synth_warnings=0
export IMPL_status="finished clean"
export IMPL_postRouteAntennaNets=0
export IMPL_cap_violations=0
export IMPL_drc=0
export IMPL_critPathLaunch="mode[0]"
export IMPL_setup_tns_ns=0
export IMPL_stdcell_count=74
export IMPL_die_y_um=80
export IMPL_grt_antenna_before_repair=0
export IMPL_areaGrowthSynthToFinish_pct=282.4
export IMPL_comb_power_share_pct=100.0
export IMPL_grt_pass1_wl_um=669
export IMPL_worstHoldStart="mode[0]"
export IMPL_peakVddDrop_mv=0.03361
export IMPL_fill_cells=394
export IMPL_ys_types=8
export IMPL_worst_hold_slack_ns=0.7492
export IMPL_wl_per_cell_um=6.216
export IMPL_worstPathArrival_ns=0.80
export IMPL_intPower_mw=0.07051
export IMPL_seq_cell_count=0
export IMPL_cp_start_kind="input pin"
export IMPL_finalHoldViolCount=0
export IMPL_max_freq_ghz=1.002
export IMPL_grt_pass1_vias=138
export IMPL_switching_share_pct=37.06
export IMPL_path_cells="buf_12, buf_6, ha_4, nand2b_4, buf_6"
export IMPL_worstMarginPinSlew_ns=0.1676
export IMPL_adder_share_pct=58.82
export IMPL_dp_cells=72
export IMPL_syn_area_um2=106.4
export IMPL_port_buffers=13
export IMPL_cpMostUsedCell="buf_6"
export IMPL_grt_setup_unrepaired="true"
export IMPL_die_area_mm2=0.006400
export IMPL_drt_vias_per_instance=1.919
export IMPL_ys_cells=14
export IMPL_dr_pass1_iters=2
export IMPL_gr_usage_all_layers_pct=1.178
export IMPL_pin_count=13
export IMPL_num_clock_buffers=0
export IMPL_worstSetupEndpointType="primary output"
export IMPL_gp_congestion=0.7065
export IMPL_netlist_instances=14
export IMPL_power_density_mw_per_mm2=275.5
export IMPL_aoi_share_pct=4.706
export IMPL_avgSynthCellArea_um2=7.597
export IMPL_slew_limit_headroom_pct=88.83
export IMPL_holdCritPathClass="in -> out"
export IMPL_ys_chip_area_um2=106.4
export IMPL_pwr_share_clk_pct=0
export IMPL_initCoreUtil_pct=3.114
export IMPL_xor_share_pct=0
export IMPL_synthSimpleGateAreaFrac_pct=18.82
export IMPL_post_route_cells_drive_above_1_share_pct=60.71
export IMPL_fp_row_count=21
export IMPL_grt_overflow_total=0
export IMPL_worst_path_buf_inv=3
export IMPL_min_period_over_period_pct=99.78
export IMPL_sequentialPowerShare_pct=0
export IMPL_crit_path_max_fanout=4
export IMPL_drt_wl_total_um=460
export IMPL_fp_coreArea_mm2=0.003416
export IMPL_drtIter0Drc=7
export IMPL_drv_slew=0
-- power groups by stage --
stage	combinational, mW	sequential (mW)	clock (mW)
CTS	0.0791	0	0
global route	0.125	0	0
finish	0.112	0	0
-- cells in the mapped netlist, drive strengths merged --
master | count | share of area (%)
o21ai | 1 | 4.7
nor2 | 1 | 3.5
ha | 5 | 59
and3 | 1 | 5.9
inv | 3 | 11
buf | 1 | 7.1
nand2b | 1 | 5.9
nand2 | 1 | 3.5
-- final timing paths --
kind        endpoint  depth (start not counted)
min    reg_num_shift                          4
max   register_write                          5
-- worst min-delay path, stage by stage --
cell and delay [ns]:
buf_12 0.11, inv_8 0.05, ha_4 0.11, buf_2 0.08
-- metrics by stage --
| step | setup slack [ns] | total power [mW] |
|---|---|---|
| finish | 0.002158 | 0.1120 |
| CTS | -0.2045 | 0.07909 |
| detailed placement | -0.7875 | 0.07610 |
| floorplan | 0.2776 | 0.01285 |
| global placement | -0.7878 | 0.07641 |
| global route | -0.02093 | 0.1249 |
-- logic make-up after synthesis --
family | count (synthesis)
AND-OR/OR-AND | 1
adder cells (fa/ha/maj) | 5
buffers and inverters | 4
AND/OR/NAND/NOR | 4
-- repair_timing --
item | 4_1_cts | 5_1_grt
endpoints found under the hold margin | 0 | 0
gates resized | 40 | 22
gates cloned | 0 | 0
hold buffers | 0 | 0
pin swaps | 1 | 4
endpoints found under the setup margin | 9 | 5
buffers inserted | 1 | 2
-- routing by layer --
| metal | vias to the layer above | part of all wire, % | GRT usage [%] |
|---|---|---|---|
| li1 | 70 | - | - |
| met5 | - | 0 | 0 |
| met4 | 0 | 0 | 0 |
| met3 | 0 | 12 | 0.3409 |
| met1 | 64 | 43 | 1.516 |
| met2 | 8 | 44 | 2.006 |
-- placed cells by master (no fill, tap or decap) --
| cell | instances |
|---|---|
| buf_12 | 2 |
| dlygate4sd2_1 | 1 |
| ha_4 | 4 |
| buf_6 | 2 |
| clkinv_8 | 1 |
| nand2b_4 | 1 |
| o21ai_4 | 1 |
| buf_4 | 1 |
| clkdlybuf4s15_1 | 3 |
| nor2_1 | 1 |
| ha_1 | 1 |
| nand2_1 | 1 |
| inv_2 | 1 |
| inv_8 | 1 |
| buf_2 | 3 |
| and3_1 | 1 |
| dlymetal6s2s_1 | 3 |
-- area by class of cell --
| cell class | count | area (um^2) | area share (%) |
|---|---|---|---|
| Timing Repair Buffer | 15 | 161.4 | 39.69 |
| Tap cell | 46 | 57.56 | 14.15 |
| Inverter | 3 | 31.28 | 7.692 |
| Multi-Input combinational cell | 10 | 156.4 | 38.46 |
Power figures rest on the tool's default switching activity, not on a simulated workload.
