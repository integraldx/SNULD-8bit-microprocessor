### /design/flow/constraint.sdc
current_design registers

set clk_period 2.5
set clk_io_pct 0.2

create_clock -name clk0 -period $clk_period [get_ports {CLK}]

set non_clock_inputs [all_inputs -no_clocks]
set_input_delay [expr $clk_period * $clk_io_pct] -clock clk0 $non_clock_inputs
set_output_delay [expr $clk_period * $clk_io_pct] -clock clk0 [all_outputs]
### /design/flow/config.mk
export PLATFORM = sky130hd
export DESIGN_NAME = registers
export DESIGN_NICKNAME = registers
export VERILOG_FILES = /design/flow/design.v
export SDC_FILE = /design/flow/constraint.sdc
export NUM_CORES = 4
export LEC_CHECK = 1
export CORE_AREA = 10 10 108 108
export DIE_AREA = 0 0 118 118
### /design/flow/design.v
`timescale 1ns/1ps
module registers
(
    input CLK,
    input areset,
    input [1:0] selector_a,
    input [1:0] selector_b,
    input write_bit,
    input [1:0] selector_e,
    input [7:0] data_in,
    output [7:0] data_out_a,
    output [7:0] data_out_b
);
    reg [7:0] regs[3:0];
    assign data_out_a = regs[selector_a];
    assign data_out_b = regs[selector_b];
    always @ (posedge CLK)
    begin
        if (areset)
        begin
            regs[0] = 0;
            regs[1] = 0;
            regs[2] = 0;
            regs[3] = 0;
        end
        else if (write_bit)
        begin
            regs[selector_e] = data_in;
        end
    end
endmodule
### /design/flow/run.sh
#!/bin/bash
# OpenROAD 26Q1-2900-gdf79404cd8, Yosys 0.63+post, stock flow scripts
make -C /OpenROAD-flow-scripts/flow DESIGN_CONFIG=/design/flow/config.mk WORK_HOME=/design/flow/orfs finish
==> reports/qor.csv <==
metric,value,unit
area_growth,36.38,%
drt_iter0_drc,75,
pin_count,33,
hold_path_depth,2,
irDropWorstVdd,0.1936,mV
end_kind,primary output,
totalWireLength,3903,um
crit_chain,"clkdlybuf4s50_1, buf_12, mux4_2, clkdlybuf4s50_1",
rows,35,
worstPathArrival,1.90,ns
totalPowerFinal,1.202,mW
setup_ws,0.1026,ns
h-tree-depth,2,
fmax,417.1,MHz
numPortBuffers,32,
dp.cells,257,
max-cap-violations,0,
instances_no_fill,262,
clockBufferDepth,2,
antenna_found_initial,0,
yosys_cells,94,
hold_ws,0.9623,ns
diodes,0,
overflow,0,
largest_reg_flops,32,
dp_hpwl,2951,um
tns,0,ns
fp.coreArea,9284,sq um
routedWlPerCell,14.90,um
fp.dieH,118,um
grt_max_degree,9,
hold_class,in -> reg,
pre_cts_slack,-0.1331,ns
clock-root-buffer,clkbuf_8,
slowest_delay,0.52,ns
yosysUniqueCellTypes,13,
crit_fanout,8,
seq_area_frac_synth,0.5749,
clock-sinks,32,
synth_warnings,1,
endpoint,data_out_a[1],
layout_top_cells,"edfxtp_1, clkdlybuf4s50_1, and2_1",
lay_top_count,edfxtp_1,
startpoint,selector_a[1],
required,2.00,ns
warning_count,25,
cts-hold-fix-buffers,0,
path_class,in -> out,
drt_first_pass_iters,5,
slew_headroom,0.6449,
finalCriticalPeriod,2.397,ns
hold_viol,0,
tritoncts,built,
drc,0,
grtUsageTotal,0.05755,
maxSlewViolCount,0,
post_cts_resized,4,
cts_setup_buffers,0,
vias_per_cell,3.645,
path_common_cell,clkdlybuf4s50_1,
worst_slew_pin_slew,0.5304,ns
slowest_stage,clkdlybuf4s50_1,
numCtsBuffers,5,
chipArea,13920,sq um
power_density,527.5,nW/um^2
dieWidth,118,um
min_period_over_period,0.9590,
syn_inst,94,
fp-utilization,0.1801,
leakage,0.7713,nW
yosys-stat-area,1672,sq um
avgSynthCellArea,17.78,sq um
status,"complete, no violations",
rsz0062_at_grt,no,
num_vias,955,
gp_congestion,0.7590,
setup_viol,0,
grt_pass1_vias,1085,
synth_area,1672,sq um
drive_above_1_share,0.3083,
ys_ff,32,
hp-start,data_in[5],
startpoint_type,input pin,
cts.clk_slew.worst_paths,0.06,ns
grt_pass1_wl,6223,um
ant_nets,0,
## area by class of cell
cell class,count,area [sq um]
timing repair buffer,38,410.4
inverter,1,3.754
tap,129,161.4
multi-input combinational,57,674.4
clock buffer,5,68.82
fill,969,7004
sequential,32,960.9
## cell families (layout without fill, tap and decap cells)
kind of cell	after synthesis	in the layout	share of synthesized area
multiplexers	16	16	0.2156
buffers and inverters	5	44	0.02170
AND/OR/NAND/NOR	37	37	0.1684
AND-OR/OR-AND	4	4	0.01946
flip-flops	32	32	0.5748
## cells in the mapped netlist
cell | number | share of area
and2b_2 | 1 | 0.0052
buf_6 | 2 | 0.013
o21bai_1 | 2 | 0.0090
and2_2 | 8 | 0.036
inv_1 | 1 | 0.0022
nand2b_1 | 1 | 0.0037
edfxtp_1 | 32 | 0.57
and2_1 | 24 | 0.090
and4bb_4 | 2 | 0.019
mux4_2 | 16 | 0.22
nor4b_4 | 1 | 0.014
clkbuf_2 | 2 | 0.0060
a31o_2 | 2 | 0.010
## through the flow
stage / util / cell area (sq um)
floorplan: - / 1672
global placement: 0.2387 / 2216
detailed placement: 0.2387 / 2216
CTS: 0.2456 / 2280
global route: 0.2456 / 2280
finish: 0.2456 / 2280
## worst min-delay path by stage
stage,to,slack (ns)
after CTS,regs[1][1]$_SDFFCE_PN0P_,0.96
after global routing,regs[2][5]$_SDFFCE_PN0P_,0.98
final,regs[3][5]$_DFFE_PP_,0.96
## worst max-delay path: cells and delay by family
| family | cells | cell delay [ns] |
|---|---|---|
| multiplexers | 1 | 0.30 |
| buffers and inverters | 3 | 1.10 |
## power breakdown
| part | switching (mW) | leakage, nW | internal [mW] |
|---|---|---|---|
| combinational | 0.0699 | 0.420 | 0.148 |
| sequential | 0.0185 | 0.315 | 0.635 |
| clock | 0.152 | 0.0359 | 0.179 |
## metal layers
layer	wire, um	track usage	vias to the layer above	share of wire
met4	56	0.008501	0	0.014
met2	1877	0.09056	39	0.48
met3	391	0.03160	2	0.10
met1	1578	0.06968	464	0.40
li1	-	-	450	-
met5	0	0	-	0
Power and IR drop assume default switching activity.
